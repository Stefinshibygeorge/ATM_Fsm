==> design/flow/config.mk <==
export PLATFORM = sky130hd
export DESIGN_NAME = ATM_top
export DESIGN_NICKNAME = ATM_top
export VERILOG_FILES = /design/flow/design.v
export SDC_FILE = /design/flow/constraint.sdc
export NUM_CORES = 4
export LEC_CHECK = 1
export CORE_UTILIZATION = 50
==> design/flow/constraint.sdc <==
current_design ATM_top

set clk_period 11.1
set clk_io_pct 0.2

create_clock -name clk0 -period $clk_period [get_ports {clk}]

set non_clock_inputs [all_inputs -no_clocks]
set_input_delay [expr $clk_period * $clk_io_pct] -clock clk0 $non_clock_inputs
set_output_delay [expr $clk_period * $clk_io_pct] -clock clk0 [all_outputs]
==> design/flow/design.v <==
`timescale 1ns / 1ps
module ATM_top(
    input        clk,         
    input        rst,         
    input  [1:0] mode,
    input  [11:0] keypad,
    input        load,
    output       auth,
    output [2:0] nstate,
    output [6:0] seg,
    output [3:0] an,
    output       dp
);
    wire [7:0] bal;
    wire slow_clk;    
    clk_divider clk_div_inst (
        .clk(clk),
        .rst(rst),
        .req_clk(slow_clk)
    );
    ATM atm_fsm(
        .clk(slow_clk),     
        .rst(rst),
        .mode(mode),
        .keypad(keypad),
        .nstate(nstate),
        .load(load),
        .auth(auth),
        .bal(bal)
    );
    seven_seg_display_bal display_unit(
        .clk(clk),     
        .bal(bal),
        .seg(seg),
        .an(an),
        .dp(dp)
    );
endmodule
module clk_divider(
    output reg req_clk,
    input clk,
    input rst
);
    reg [21:0] cnt;   
    always @(posedge clk) begin
        if (rst) begin
            cnt <= 0;
            req_clk <= 0;
        end else begin
            if (cnt == 1_249_999) begin   
                cnt <= 0;
                req_clk <= ~req_clk;      
            end else begin
                cnt <= cnt + 1;
            end
        end
    end
endmodule
`timescale 1ns / 1ps
module ATM(
    input            clk,           
    input            rst,           
    input  [1:0]     mode,
    input  [11:0]    keypad,
    input            load,
    output reg [11:0] keypad_buffer,
    output reg [2:0]  pstate,
    output reg [2:0]  nstate,
    output reg        auth,
    output reg [7:0]  bal
);
    parameter IDLE        = 3'b000;
    parameter AUTH        = 3'b001;
    parameter MENU        = 3'b010;
    parameter BALANCE     = 3'b011;
    parameter WITHDRAW    = 3'b100;
    parameter TRANSACTION = 3'b101;
    reg [7:0] withdraw_amt;
    reg [7:0] trans_amt;
    reg [3:0] trans_acc;
    reg [1:0] acc_idx;
    reg [1:0] tgt_idx;
    reg       v_trans_acc;
    reg [3:0] acc_database [0:3];
    reg [7:0] pin_database [0:3];
    reg [7:0] bal_database [0:3];
    integer i;
    initial begin
        acc_database[0] = 4'hA; pin_database[0] = 8'h11; bal_database[0] = 8'd50;
        acc_database[1] = 4'hB; pin_database[1] = 8'h22; bal_database[1] = 8'd175;
        acc_database[2] = 4'hC; pin_database[2] = 8'h33; bal_database[2] = 8'd200;
        acc_database[3] = 4'hD; pin_database[3] = 8'h44; bal_database[3] = 8'd40;
    end
    always @(posedge clk or posedge rst) begin
        if (rst) begin
            pstate        <= IDLE;
            nstate        <= IDLE;
            keypad_buffer <= 12'b0;
            auth          <= 1'b0;
            bal           <= 8'b0;
            withdraw_amt  <= 8'b0;
            trans_amt     <= 8'b0;
            trans_acc     <= 4'b0;
            acc_idx       <= 2'b0;
            tgt_idx       <= 2'b0;
            v_trans_acc   <= 1'b0;
        end
        else begin
            pstate <= nstate;
            if (load)
                keypad_buffer <= keypad;
            case (pstate)
                IDLE: begin
                    auth <= 0;
                    nstate <= AUTH;
                end
                AUTH: begin
                    auth <= 0;
                    if (keypad_buffer != 12'b0) begin
                        for (i=0; i<4; i=i+1) begin
                            if ({acc_database[i], pin_database[i]} == keypad_buffer) begin
                                acc_idx <= i[1:0];
                                auth <= 1;
                                nstate <= MENU;
                            end
                        end
                    end else begin
                        nstate <= AUTH;
                    end
                end
                MENU: begin
                    case (mode)
                        2'b00: nstate <= MENU;          
                        2'b01: nstate <= BALANCE;       
                        2'b10: nstate <= WITHDRAW;      
                        2'b11: nstate <= TRANSACTION;   
                        default: nstate <= IDLE;
                    endcase
                end
                BALANCE: begin
                    bal <= bal_database[acc_idx];
                    nstate <= MENU;
                end
                WITHDRAW: begin
                    if (load && auth) begin
                        withdraw_amt <= keypad_buffer[7:0];
                        if ((withdraw_amt > 0) && (withdraw_amt <= bal_database[acc_idx])) begin
                            bal_database[acc_idx] <= bal_database[acc_idx] - withdraw_amt;
                            bal <= bal_database[acc_idx] - withdraw_amt;
                            auth <= 0;
                        end
                        nstate <= IDLE;
                    end else begin
                        nstate <= WITHDRAW;
                    end
                end
                TRANSACTION: begin
                    if (load && auth) begin
                        trans_acc <= keypad_buffer[11:8];
                        trans_amt <= keypad_buffer[7:0];
                        v_trans_acc <= 0;
                        for (i=0; i<4; i=i+1) begin
                            if (acc_database[i] == trans_acc) begin
                                tgt_idx <= i[1:0];
                                v_trans_acc <= 1;
                            end
                        end
                        if (v_trans_acc && trans_amt > 0 &&
                            trans_amt <= bal_database[acc_idx] &&
                            (bal_database[tgt_idx] + trans_amt) < 8'd255) begin
                            bal_database[acc_idx] <= bal_database[acc_idx] - trans_amt;
                            bal_database[tgt_idx] <= bal_database[tgt_idx] + trans_amt;
                            auth <= 0;
                        end
                        nstate <= IDLE;
                    end else begin
                        nstate <= TRANSACTION;
                    end
                end
                default: nstate <= IDLE;
            endcase
        end
    end
endmodule
module seven_seg_display_bal(
    input            clk,         
    input      [7:0] bal,         
    output reg [6:0] seg,      
    output reg [3:0] an,       
    output           dp
);
    assign dp = 1'b1;  
    reg [16:0] refresh_counter = 17'd0;
    always @(posedge clk)
        refresh_counter <= refresh_counter + 1'b1;
    wire [1:0] digit_sel = refresh_counter[16:15];
    reg [3:0] ones, tens, hundreds;
    reg [15:0] temp;
    reg [3:0] digit;
    always @(*) begin
        temp     = bal;
        hundreds = temp / 100;
        temp     = temp % 100;
        tens     = temp / 10;
        ones     = temp % 10;
    end
    always @(*) begin
        case (digit_sel)
            2'b00: begin an = 4'b1110; digit = ones;     end
            2'b01: begin an = 4'b1101; digit = tens;     end
            2'b10: begin an = 4'b1011; digit = hundreds; end
            2'b11: begin an = 4'b0111; digit = 4'd0;     end
            default: begin an = 4'b1111; digit = 4'd0;   end
        endcase
    end
    always @(*) begin
        case (digit)
            4'd0: seg = 7'b1000000;
            4'd1: seg = 7'b1111001;
            4'd2: seg = 7'b0100100;
            4'd3: seg = 7'b0110000;
            4'd4: seg = 7'b0011001;
            4'd5: seg = 7'b0010010;
            4'd6: seg = 7'b0000010;
            4'd7: seg = 7'b1111000;
            4'd8: seg = 7'b0000000;
            4'd9: seg = 7'b0010000;
            default: seg = 7'b1111111;
        endcase
    end
endmodule
==> design/flow/run.sh <==
#!/bin/bash
# OpenROAD 26Q1-2900-gdf79404cd8, Yosys 0.63+post, stock flow scripts
make -C /OpenROAD-flow-scripts/flow DESIGN_CONFIG=/design/flow/config.mk WORK_HOME=/design/flow/orfs finish
==> results_dict.tcl <==
# flow metrics
set metrics [dict create \
    timing.critical_path.slowest_stage_cell "sky130_fd_sc_hd__or4_4" \
    untimed_endpoints 124 \
    worst_r2r_path_depth 8 \
    drt_first_pass_iters 5 \
    dp_worst_setup_slack_ns -13.14 \
    yosys_instances 1642 \
    place_hpwl_mm 27.5 \
    critPathCaptureType "primary output" \
    die_height_um 164 \
    clock_tree_from_tritoncts "done" \
    port-buffer-count 31 \
    min-delay-path-class "flip-flop to flip-flop" \
    worst-setup-path-type "flip-flop to primary output" \
    power_leakage_nw 8.76 \
    status "finished, violations left" \
    worst_skew_pair.late_latency_ns 0.28 \
    slew_headroom_pct 37.4 \
    p_per_area_mw_per_mm2 16.5 \
    final_layout_size_suffix_gt1_share_pct 34.9 \
    vias_per_cell 5.62 \
    layout_overhead_on_the_synthesized_area_pct 42.0 \
    htree_levels 2 \
    synth-edff-count 32 \
    worstSetupStartpointType "flip-flop" \
    path_common_cell "sky130_fd_sc_hd__buf_4" \
    clk_pin_slew_ns 0.06 \
    critical_path_peak_fanout 5 \
    max_clock_skew_ns 0.00462 \
    max_cap_viol_count 0 \
    ir_drop_v 0.000103 \
    area_fraction_of_the_dominant_cell_type_after_synthesis_pct 10.9 \
    antenna_found_initial 0 \
    holdPathStages 1 \
    crit_arrival_ns 22.31 \
    worst-r2r-setup-slack_ns 9.02 \
    holdPathEnd "display_unit.refresh_counter[0]" \
    post-route-min-period_ns 24.53 \
    timing_worst_slew_pin_value_ns 0.929 \
    largest_net_degree_at_the_start_of_global_routing 89 \
    cts_hold_buf 0 \
    cts_inserted_buffers 5 \
    timing.hold.worst.start "display_unit.refresh_counter[0]" \
    top_level_ports 33 \
    violations "setup timing" \
    residual_antenna_violating_net_count_after_detailed_routing 0 \
    ys_chip_area_mm2 0.0131 \
    hold-worst-slack_ns 0.441 \
    crit_required_ns 8.88 \
    detailedRoute.firstIterationViolations 808 \
    chipArea_mm2 0.0268 \
    setup_viol 7 \
    ys_top_cells_by_area "sky130_fd_sc_hd__ha_1 11%, sky130_fd_sc_hd__dfrtp_1 10%, sky130_fd_sc_hd__edfxtp_1 7.3%, sky130_fd_sc_hd__dfxtp_1 6.1%, sky130_fd_sc_hd__a21oi_1 5.1%" \
    global_route.usage.total_pct 29.3 \
    grt_remaining_overflow 0 \
    clock.fmax_mhz 40.8 \
    ys_types 115 \
    crit_path_max_incr_delay_ns 0.51 \
    dominant_delay_contributor_by_cell_family_on_the_critical_path "AND-OR/OR-AND gates" \
    floorplan.core_area_mm2 0.0254 \
    yosysWarningCount 4 \
    netlist_area_mm2 0.0131 \
    clockRootBuffer "sky130_fd_sc_hd__clkbuf_16" \
    critical_path_buf_inv_count 36 \
    grt_first_pass_wirelength_mm 62.5 \
    timing_hold_violations_final 0 \
    ys_async_sr_fraction_pct 43.8 \
    antenna_cell_count 0 \
    synth.avg_cell_area_um2 7.97 \
    synthDominantAreaCellType "sky130_fd_sc_hd__ha_1" \
    maxSlewViolCount 0 \
    fp-row-count 58 \
    warning_count 51 \
    drcViolationCount 0 \
    r2r-end "clk_div_inst.cnt[21]" \
    layout_top_cells "530 x sky130_fd_sc_hd__buf_4, 162 x sky130_fd_sc_hd__nor2_1, 146 x sky130_fd_sc_hd__nand2_1" \
    gp_congestion 0.930 \
    synthCells 1642 \
    unclocked_regs 88 \
    setup_ws_ns -13.43 \
    portion_of_the_post_synthesis_area_used_by_sequential_elements_pct 24.2 \
    synth_flop_count 128 \
    final_layout_top_logic_cell "sky130_fd_sc_hd__buf_4" \
    ys.flop_type "sky130_fd_sc_hd__dfrtp_1" \
    post_drt_wl_per_cell_um 15.6 \
    cts.path.max_buffers 2 \
    worstReg2RegStart "clk_div_inst.cnt[4]" \
    chip_width_um 164 \
    route.vias.total 14000 \
    timing.final.crit_share_pct 221 \
    fp-utilization_pct 51.5 \
    route.final.wire_length_mm 38.9 \
    grt_pass1_vias 13200 \
    rsz0062_at_grt "yes" \
]
cell families (layout without fill, tap and decap cells):
family | Yosys count | count (layout) | synth area share, %
flops | 128 | 128 | 24.2
xor+xnor | 109 | 109 | 7.35
compound gates | 479 | 479 | 24.5
other cells | 2 | 2 | 0.0574
buf+inv | 143 | 668 | 4.40
simple gates | 601 | 601 | 22.9
fa+ha+maj | 119 | 119 | 11.5
mux | 61 | 61 | 5.13
metrics by stage:
stage	utilization [%]	std cells	instance area, um2	power [mW]	TNS (ns)
after floorplan	-	1642	13500	0.158	-96.68
after global routing	73.2	2497	18600	0.316	-101.73
after global placement	66.0	2325	16800	0.167	-88.13
final	73.2	2497	18600	0.306	-92.56
after CTS	71.1	2471	18100	0.310	-88.69
after detailed placement	66.0	2325	16800	0.167	-91.48
worst max path at each step:
stage / startpoint / endpoint / slack [ns] / cells past startpoint
6_report: display_unit.refresh_counter[15] / seg[0] / -13.43 / 129
5_1_grt: display_unit.refresh_counter[15] / seg[0] / -14.75 / 128
4_1_cts: display_unit.refresh_counter[15] / seg[3] / -12.84 / 127
final cells by class:
type / count / area, um2
Fill cell: 1887 / 6810
Inverter: 94 / 359
Clock inverter: 2 / 15.0
Multi-Input combinational cell: 1371 / 10100
Sequential cell: 128 / 3170
Tap cell: 330 / 413
Timing Repair Buffer: 566 / 4360
Clock buffer: 6 / 139
registers in the layout, indices dropped and copies added, names as in the netlist, 3 cells and up:
name                          cells
atm_fsm.acc_idx                   4
atm_fsm.withdraw_amt              8
display_unit.refresh_counter     17
atm_fsm.trans_amt                 8
atm_fsm.tgt_idx                   4
atm_fsm.nstate                    3
atm_fsm.trans_acc                 4
atm_fsm.keypad_buffer            12
clk_div_inst.cnt                 22
atm_fsm.bal_database             32
atm_fsm.pstate                    3
atm_fsm.bal                       8
cell usage after synthesis, types with 12 or more instances:
| cell | count |
|---|---|
| sky130_fd_sc_hd__nand2_1 | 157 |
| sky130_fd_sc_hd__mux2_2 | 37 |
| sky130_fd_sc_hd__a21oi_1 | 134 |
| sky130_fd_sc_hd__or2_2 | 13 |
| sky130_fd_sc_hd__nand4_1 | 13 |
| sky130_fd_sc_hd__clkbuf_1 | 34 |
| sky130_fd_sc_hd__edfxtp_1 | 32 |
| sky130_fd_sc_hd__o211ai_1 | 13 |
| sky130_fd_sc_hd__nand3_1 | 53 |
| sky130_fd_sc_hd__and2_1 | 13 |
| sky130_fd_sc_hd__nor4_1 | 12 |
| sky130_fd_sc_hd__and3_1 | 15 |
| sky130_fd_sc_hd__nor2_1 | 177 |
| sky130_fd_sc_hd__o31ai_1 | 13 |
| sky130_fd_sc_hd__o21ai_0 | 113 |
| sky130_fd_sc_hd__dfrtp_1 | 54 |
| sky130_fd_sc_hd__xnor2_1 | 69 |
| sky130_fd_sc_hd__a211oi_1 | 13 |
| sky130_fd_sc_hd__a21o_1 | 21 |
| sky130_fd_sc_hd__nor3_1 | 51 |
| sky130_fd_sc_hd__nor2b_1 | 15 |
| sky130_fd_sc_hd__dfxtp_1 | 40 |
| sky130_fd_sc_hd__ha_1 | 114 |
| sky130_fd_sc_hd__xor2_1 | 39 |
| sky130_fd_sc_hd__mux2i_1 | 20 |
| sky130_fd_sc_hd__a222oi_1 | 16 |
| sky130_fd_sc_hd__nand2b_1 | 20 |
| sky130_fd_sc_hd__or3_1 | 12 |
| sky130_fd_sc_hd__inv_1 | 93 |
| sky130_fd_sc_hd__o21a_1 | 27 |
layer usage:
layer,up-vias,track usage (%),part of all wire [%]
li1,7065,-,-
met1,6548,41.6,46
met2,363,49.9,47
met3,59,2.91,4.5
met4,0,5.30,2.0
met5,-,0,0
timing repair:
| item | 4_1_cts | 5_1_grt |
|---|---|---|
| gates cloned | 0 | 0 |
| gates resized | 34 | 63 |
| pin swaps | 25 | 42 |
| setup endpoints to repair | 7 | 7 |
| setup buffers | 138 | 26 |
report_power, final:
part	switching (mW)	internal (mW)	leakage (nW)
logic	0.00876	0.00902	7.45
clock network	0.0533	0.0891	0.0691
registers	0.000992	0.145	1.24
Power and IR drop assume default switching activity.
